==> flow/design.v <==
module keyboard(clk_10k, R, C, Q, valid);
	input clk_10k;
	input [3:0] R;
	output [3:0] C;
	output [3:0] Q;
	output valid;
	reg [3:0] C;
	reg [3:0] Q;
	reg valid;
	reg outputing;
	reg [3:0] lastT;
	reg [3:0] T;
	reg [1:0] col;
	reg [3:0] lastpressed;
	reg [3:0] pressed;
	initial begin T<=0; lastpressed<=0; pressed<=0; end
	always@(posedge clk_10k) begin
		if(valid==1) valid=0;
		col=col+2'b01;
		case(col)
			2'b00: C<=4'b0111;
			2'b01: C<=4'b1011;
			2'b10: C<=4'b1101;
			2'b11: C<=4'b1110;
		endcase
		case({C, R})
			8'b01110111: begin T=4'b1111; pressed[col]=1'b1; end
			8'b01111011: begin T=4'b1011; pressed[col]=1'b1; end
			8'b01111101: begin T=4'b0111; pressed[col]=1'b1; end
			8'b01111110: begin T=4'b0011; pressed[col]=1'b1; end
			8'b10110111: begin T=4'b1110; pressed[col]=1'b1; end
			8'b10111011: begin T=4'b1010; pressed[col]=1'b1; end
			8'b10111101: begin T=4'b0110; pressed[col]=1'b1; end
			8'b10111110: begin T=4'b0010; pressed[col]=1'b1; end
			8'b11010111: begin T=4'b1101; pressed[col]=1'b1; end
			8'b11011011: begin T=4'b1001; pressed[col]=1'b1; end
			8'b11011101: begin T=4'b0101; pressed[col]=1'b1; end
			8'b11011110: begin T=4'b0001; pressed[col]=1'b1; end
			8'b11100111: begin T=4'b1100; pressed[col]=1'b1; end
			8'b11101011: begin T=4'b1000; pressed[col]=1'b1; end
			8'b11101101: begin T=4'b0100; pressed[col]=1'b1; end
			8'b11101110: begin T=4'b0000; pressed[col]=1'b1; end
			default: begin T=4'b0000; pressed[col]=1'b0; end
		endcase
		if(pressed[col]==1'b0) begin
			if(lastpressed==0) begin
				Q=4'b0000;
				outputing=0;
			end
		end
		else if(T==lastT) begin
			if(outputing==1) valid=0;
			if(outputing==0) if(lastpressed[col]==1'b1) begin valid=1; Q=T; outputing=1; end
		end
		else if(outputing==0) lastT=T;
		lastpressed[col]=pressed[col];
	end
endmodule
==> flow/run.sh <==
#!/bin/bash
# OpenROAD 26Q1-2900-gdf79404cd8, Yosys 0.63+post, stock flow scripts
make -C /OpenROAD-flow-scripts/flow DESIGN_CONFIG=/design/flow/config.mk WORK_HOME=/design/flow/orfs finish
==> flow/config.mk <==
export PLATFORM = sky130hd
export DESIGN_NAME = keyboard
export DESIGN_NICKNAME = keyboard
export VERILOG_FILES = /design/flow/design.v
export SDC_FILE = /design/flow/constraint.sdc
export NUM_CORES = 4
export LEC_CHECK = 1
export CORE_AREA = 10 10 85 85
export DIE_AREA = 0 0 95 95
==> flow/constraint.sdc <==
current_design keyboard

set clk_period 3.0
set clk_io_pct 0.2

create_clock -name clk0 -period $clk_period [get_ports {clk_10k}]

set non_clock_inputs [all_inputs -no_clocks]
set_input_delay [expr $clk_period * $clk_io_pct] -clock clk0 $non_clock_inputs
set_output_delay [expr $clk_period * $clk_io_pct] -clock clk0 [all_outputs]
==> results.py <==
# Auto-generated metrics
metrics = {
    "worst_setup_path": {
        "crit_path_max_fanout": 5,
        "endpoint_kind": "flop",
        "critPathKind": "in2reg",
        "cpMostUsedCell": "a311o_1",
        "critPathTopFamily": "AND-OR/OR-AND gates",
        "required_ns": 2.96,
        "path_cells": "clkdlybuf4s50_1 > xor2_2 > a311o_1 > and2_4 > a311o_1 > a32oi_2 > a32o_1",
        "max_stage_delay_ns": 0.49,
        "worstReg2RegEnd": "lastT[3]",
        "crit_slowest_cell": "clkdlybuf4s50_1",
        "r2r_slack_ns": 0.49,
        "cp-start-kind": "input pin",
        "worstPathArrival_ns": 2.72,
        "worstReg2RegStart": "col[1]",
        "r2r_cells": 7,
        "crit_buf_inv": 1,
    },
    "synth": {
        "ys.flops": 24,
        "ys_types": 44,
        "ys_warn_count": 1,
        "synth_area_mm2": 0.00138,
        "ys_seq_share": 0.414,
        "edf_count": 9,
        "ys.flop_type": "dfxtp_1",
        "ys_area_mm2": 0.00138,
        "ys_async_sr_fraction": 0,
        "syn_inst": 130,
        "synth_area_per_cell_um2": 10.6,
        "ys_cells": 130,
    },
    "placement": {
        "gp_congestion": 0.794,
        "dp_hpwl_um": 1810,
        "numPlacedInstances": 216,
        "numPortBuffers": 13,
    },
    "cts": {
        "post_cts_buffers": 0,
        "htree_levels": 1,
        "cts_resized": 0,
        "cts_tree": "yes",
        "cts_max_path_buffers": 2,
        "cts.hold.buffers_added": 0,
        "clock.latency.late_pin_ns": 0.26,
        "numCtsBuffers": 3,
        "path_clk_slew_ns": 0.08,
        "cts.sinks": 24,
        "root_buffer": "clkbuf_8",
    },
    "final_timing": {
        "setup_viol": 0,
        "slew_headroom": 0.728,
        "fin_setup_tns_ns": 0,
        "skew_ns": 0.00564,
        "drv_slew": 0,
        "worstMarginPinSlew_ns": 0.404,
        "fmax_mhz": 362,
        "period_used_share": 0.920,
        "fin_crit_ns": 2.76,
        "finalHoldViolations": 0,
        "rsz0062_at_grt": "no",
    },
    "drt": {
        "wl_per_cell_um": 11.0,
        "ant_nets": 0,
        "wl_um": 2420,
        "viasPerCell": 4.43,
        "via_count": 974,
        "drt_iter0_drc": 21,
        "dr.pass1.iters": 4,
        "num_antenna_cells": 0,
        "drc": 0,
    },
    "cells_and_area": {
        "final_cells": 220,
        "area_delta_synth_final_pct": 20.3,
        "drive_gt1_frac": 0.162,
        "fin_util": 0.303,
    },
    "global_routing": {
        "grt_usage": 0.0567,
        "antenna_found_initial": 0,
        "grt_overflow": 0,
        "grt_pass1_vias": 931,
        "grt_pass1_wl_um": 4170,
        "grt_max_degree": 14,
    },
    "power_and_ir_drop": {
        "total_power_mw": 0.572,
        "ir_worst_vdd_v": 0.000161,
        "p_leak_nw": 0.641,
        "power_density_mw_per_mm2": 345,
    },
    "floorplanning": {
        "core_region_area_mm2": 0.00547,
        "placementRows": 27,
        "fp.dieW_um": 95,
        "fp_util": 0.252,
        "die-area_mm2": 0.00903,
        "num_io_pins": 14,
        "fp.dieH_um": 95,
    },
    "min_path": {
        "hold_path_end": "lastpressed[0]",
        "min_from": "lastpressed[0]",
        "min_path_type": "reg2reg",
        "holdPathStages": 2,
    },
    "flow_run": {
        "tool_warnings": 32,
        "max_cap_violations": 0,
    },
    "status": {
        "status": "finished, final reports clean",
    },
}
[cells in the mapped netlist (all sizes together), types with 3 or more instances]
master | count | area, µm²
nor3 | 3 | 15.0
nand2b | 3 | 18.8
nor2 | 10 | 40.0
nor2b | 4 | 25.0
clkbuf | 3 | 12.5
inv | 11 | 41.3
o21ai | 6 | 30.0
a21oi | 4 | 20.0
buf | 6 | 57.6
ha | 8 | 100
nand4b | 5 | 43.8
edfxtp | 9 | 270
xor2 | 5 | 51.3
nand2 | 4 | 15.0
dfxtp | 15 | 300
and3 | 4 | 25.0
[worst max path at each step]
| stage | start | end | cells after the start |
|---|---|---|---|
| after CTS | R[2] | Q[2] | 7 |
| after global routing | R[2] | lastT[2] | 9 |
| final | R[2] | Q[0] | 7 |
[sequential cells by signal, indices dropped and copies added (netlist names)]
signal       flops
col              2
valid            1
outputing        1
C                4
Q                4
lastpressed      4
pressed          4
lastT            4
[cells in the final DEF (no fill, tap or decap), drive strengths merged, types with 3 or more instances in the layout]
cell	count
nand2b	3
clkbuf	4
a21oi	4
nand2	4
and3	4
o21ai	6
edfxtp	9
clkdlybuf4s50	13
inv	11
buf	10
nor3	3
ha	8
nor2	10
dfxtp	15
nand4b	5
xor2	5
nor2b	4
[logic make-up (layout without fill, tap and decap cells)]
kind of cell / after synthesis / in the layout / synth area share
adder cells (fa/ha/maj): 9 / 9 / 0.0799
XOR/XNOR: 5 / 5 / 0.0372
buffers and inverters: 20 / 38 / 0.0808
multiplexers: 4 / 4 / 0.0490
AND/OR/NAND/NOR: 45 / 45 / 0.202
AND-OR/OR-AND: 23 / 23 / 0.137
flip-flops: 24 / 24 / 0.414
[layer usage]
layer | vias to the layer above | wire [µm] | track usage
li1 | 499 | - | -
met1 | 456 | 1200 | 0.0741
met2 | 17 | 1040 | 0.0921
met3 | 2 | 164 | 0.0200
met4 | 0 | 25 | 0.00623
met5 | - | 0 | 0
[stage by stage]
stage | area, µm² | setup WS (ns) | hold slack, ns
final | 1660 | 0.239 | 0.469
after global routing | 1660 | 0.0704 | 0.506
after CTS | 1660 | 0.236 | 0.468
after detailed placement | 1600 | -0.0350 | 0.444
after global placement | 1600 | -0.0316 | 0.438
after floorplan | 1380 | 0.102 | 0.420
[worst min-delay path, delay by kind of cell (launching register included)]
kind                   cells  cell delay, ns
AOI/OAI and AO/OA          1            0.05
buffers and inverters      1            0.05
DFF                        1            0.33
[power breakdown]
| group | leakage [nW] | switching (mW) | total [mW] | internal, mW |
|---|---|---|---|---|
| Sequential | 0.183 | 0 | 0.335 | 0.335 |
| Combinational | 0.429 | 0.0106 | 0.0253 | 0.0146 |
| Clock | 0.0288 | 0.0953 | 0.212 | 0.117 |
[final cells by class]
type                    count  area [µm²]
clock buffers               4        55.1
flip-flops and latches     24         571
inverters                  11        41.3
multi-input cells          86         696
well taps                  72        90.1
fillers                   582        3810
repair buffers             23         205
Power and IR drop assume default switching activity.
