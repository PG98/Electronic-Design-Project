==> flow/design.v <==
module lcd(
        clk_LCD,
		  inputstate,
		  rst,
        en,
        RS,
        RW,
        data
);
input clk_LCD; 
input [2:0] inputstate;
input rst;     
output   en,RS,RW;
output   reg  [7:0]  data;
reg      RS,en_sel;
reg      [4:0]    disp_count;
reg      [3:0]   state;
parameter   clear_lcd=4'b0000, 
            set_disp_mode=4'b0001, 
            disp_on=4'b0010, 
            shift_down=4'b0011, 
            write_data_first=4'b0101, 
            write_data_second=4'b0110, 
            idel=4'b0111; 
assign  RW = 1'b0; 
assign  en = en_sel ? clk_LCD : 1'b0;
reg [7:0]     data_first_line  [15:0];   
reg [7:0]     data_second_line [15:0];   
reg[2:0] RGY; 
reg[2:0] RGYmid; 
reg[2:0] RGYbefore; 
reg RGYrst;
always 
begin
RGY=inputstate;
end
always@(posedge clk_LCD) 
begin
RGYmid<=RGY;
RGYbefore<=RGYmid;
end
always 
begin
RGYrst=(RGYbefore[0]^~RGY[0])&(RGYbefore[1]^~RGY[1])&(RGYbefore[2]^~RGY[2])&rst;
end
always @(negedge clk_LCD )
begin
if(inputstate==3'b001)
begin 
   data_first_line[0] <= 8'h20;
   data_first_line[1] <= 8'h20;
   data_first_line[2] <= 8'h20;
   data_first_line[3] <= 8'h20;
   data_first_line[4] <= 8'b01001100; 
   data_first_line[5] <= 8'b01101001; 
   data_first_line[6] <= 8'b01100111; 
   data_first_line[7] <= 8'b01101000; 
   data_first_line[8] <= 8'b01110100; 
   data_first_line[9] <= 8'h20;
   data_first_line[10] <= 8'b01101001; 
   data_first_line[11] <= 8'b01110011; 
   data_first_line[12] <= 8'h20;
   data_first_line[13] <= 8'h20;
	data_first_line[14] <= 8'h20;
   data_first_line[15] <= 8'h20;
	data_second_line[0] <= 8'h20;
   data_second_line[1] <= 8'h20;
   data_second_line[2] <= 8'b01101101; 
   data_second_line[3] <= 8'b01111001; 
   data_second_line[4] <= 8'h20;
   data_second_line[5] <= 8'b01110011; 
   data_second_line[6] <= 8'b01110100; 
   data_second_line[7] <= 8'b01110010; 
   data_second_line[8] <= 8'b01100101; 
   data_second_line[9] <= 8'b01101110; 
   data_second_line[10] <= 8'b01100111; 
   data_second_line[11] <= 8'b01110100; 
   data_second_line[12] <= 8'b01101000; 
   data_second_line[13] <= 8'h20;
   data_second_line[14] <= 8'h20;
   data_second_line[15] <= 8'h20;
end
else if(inputstate==3'b010)
begin 
   data_first_line[0] <= 8'h20;
   data_first_line[1] <= 8'h20;
   data_first_line[2] <= 8'h20;
   data_first_line[3] <= 8'b01100100; 
   data_first_line[4] <= 8'b01100001; 
	data_first_line[5] <= 8'b01111001; 
   data_first_line[6] <= 8'h20;
   data_first_line[7] <= 8'b01110111; 
   data_first_line[8] <= 8'b01100001; 
   data_first_line[9] <= 8'b01101100; 
   data_first_line[10] <= 8'b01101011; 
   data_first_line[11] <= 8'b01100101; 
   data_first_line[12] <= 8'b01110010; 
   data_first_line[13] <= 8'h20;
   data_first_line[14] <= 8'h20;
	data_first_line[15] <= 8'h20;
	data_second_line[0] <= 8'h20;
   data_second_line[1] <= 8'h20;
   data_second_line[2] <= 8'b01101110; 
   data_second_line[3] <= 8'b01101001; 
   data_second_line[4] <= 8'b01100111; 
   data_second_line[5] <= 8'b01101000; 
   data_second_line[6] <= 8'b01110100; 
   data_second_line[7] <= 8'h20;
   data_second_line[8] <= 8'b01110011; 
   data_second_line[9] <= 8'b01110100; 
   data_second_line[10] <= 8'b01100001; 
   data_second_line[11] <= 8'b01101100; 
   data_second_line[12] <= 8'b01101011; 
   data_second_line[13] <= 8'b01100101; 
   data_second_line[14] <= 8'b01110010; 
   data_second_line[15] <= 8'h20;
end
else if(inputstate==3'b100) begin 
   data_first_line[0] <= 8'h20;
   data_first_line[1] <= 8'h20;
   data_first_line[2] <= 8'h20;
   data_first_line[3] <= 8'b01100011; 
   data_first_line[4] <= 8'b01101111; 
	data_first_line[5] <= 8'b01101110; 
	data_first_line[6] <= 8'b01110100; 
   data_first_line[7] <= 8'b01110010; 
   data_first_line[8] <= 8'b01101111; 
   data_first_line[9] <= 8'b01101100; 
   data_first_line[10] <= 8'b01101100; 
   data_first_line[11] <= 8'b01100101; 
   data_first_line[12] <= 8'b01100100; 
   data_first_line[13] <= 8'h20;
   data_first_line[14] <= 8'h20;
   data_first_line[15] <= 8'h20;
	data_second_line[0] <= 8'b00100001;
   data_second_line[1] <= 8'b00100001;
   data_second_line[2] <= 8'b00100001;
   data_second_line[3] <= 8'b00100001;
   data_second_line[4] <=8'b00100001;
   data_second_line[5] <= 8'b00100001;
   data_second_line[6] <= 8'b00100001;
   data_second_line[7] <= 8'b00100001;
   data_second_line[8] <= 8'b00100001; 
   data_second_line[9] <= 8'b00100001;
   data_second_line[10] <= 8'b00100001;
   data_second_line[11] <= 8'b00100001;
   data_second_line[12] <= 8'b00100001;
   data_second_line[13] <= 8'b00100001;
   data_second_line[14] <= 8'b00100001;
   data_second_line[15] <= 8'b00100001;
end
else begin
	data_first_line[0]=8'h20;
	data_first_line[1]=8'h20;
	data_first_line[2]=8'h20;
	data_first_line[3]=8'h20;
	data_first_line[4]=8'h20;
	data_first_line[5]=8'h20;
	data_first_line[6]=8'h20;
	data_first_line[7]=8'h20;
	data_first_line[8]=8'h20;
	data_first_line[9]=8'h20;
	data_first_line[10]=8'h20;
	data_first_line[11]=8'h20;
	data_first_line[12]=8'h20;
	data_first_line[13]=8'h20;
	data_first_line[14]=8'h20;
	data_first_line[15]=8'h20;
	data_second_line[0] <= 8'h20;
   data_second_line[1] <= 8'h20;
   data_second_line[2] <= 8'h20;
   data_second_line[3] <= 8'h20;
   data_second_line[4] <= 8'h20;
   data_second_line[5] <= 8'h20;
   data_second_line[6] <= 8'h20;
   data_second_line[7] <= 8'h20;
   data_second_line[8] <= 8'h20; 
   data_second_line[9] <= 8'h20;
   data_second_line[10] <= 8'h20;
   data_second_line[11] <= 8'h20;
   data_second_line[12] <= 8'h20;
   data_second_line[13] <= 8'h20;
   data_second_line[14] <= 8'h20;
   data_second_line[15] <= 8'h20;
end
end
always @(posedge clk_LCD or negedge RGYrst)
begin
   if(!RGYrst)
      begin
          state<= clear_lcd; 
          RS<=1'b0; 
          data<=8'b0; 
          en_sel<=1'b1; 
          disp_count<=5'b0;
      end
   else
      case(state)
      clear_lcd: 
             begin 
                state  <= set_disp_mode;
                data  <= 8'h01;               
             end
      set_disp_mode: 
             begin
                state<= disp_on;
                data<= 8'h38;                              
             end
      disp_on: 
             begin
                state<= shift_down;
                data<= 8'h0c;                           
             end
      shift_down:         
            begin
                state<= write_data_first;
                data<= 8'h06;                         
            end
      write_data_first:               
            begin
                if(disp_count == 16)                      
                    begin
                        data    <= 8'hc2;               
                        RS     <= 1'b0;
                        disp_count   <= 4'b0;
                        state    <= write_data_second;        
                    end
                else
                    begin
                        data    <= data_first_line[disp_count];
                        RS     <= 1'b1;                  
                        disp_count   <= disp_count + 1'b1;
                        state    <= write_data_first;
                    end
            end
      write_data_second:                       
            begin
                if(disp_count == 16)
                    begin
                        en_sel   <= 1'b0;
                        RS    <= 1'b0;
                        disp_count  <= 4'b0;
                        state   <= idel;                     
                    end
                else
                    begin
                        data    <= data_second_line[disp_count+1];
                        RS     <= 1'b1;
                        disp_count   <= disp_count + 1'b1;
                        state    <= write_data_second;
                    end             
            end
      idel:             
            begin
                state <=  idel;              
            end
      default:  state <= clear_lcd;          
      endcase
end
endmodule
==> flow/run.sh <==
#!/bin/bash
# OpenROAD 26Q1-2900-gdf79404cd8, Yosys 0.63+post, stock flow scripts
make -C /OpenROAD-flow-scripts/flow DESIGN_CONFIG=/design/flow/config.mk WORK_HOME=/design/flow/orfs finish
==> flow/config.mk <==
export PLATFORM = sky130hd
export DESIGN_NAME = lcd
export DESIGN_NICKNAME = lcd
export VERILOG_FILES = /design/flow/design.v
export SDC_FILE = /design/flow/constraint.sdc
export NUM_CORES = 4
export LEC_CHECK = 1
export CORE_UTILIZATION = 50
==> flow/constraint.sdc <==
current_design lcd

set clk_period 5.2
set clk_io_pct 0.2

create_clock -name clk0 -period $clk_period [get_ports {clk_LCD}]

set non_clock_inputs [all_inputs -no_clocks]
set_input_delay [expr $clk_period * $clk_io_pct] -clock clk0 $non_clock_inputs
set_output_delay [expr $clk_period * $clk_io_pct] -clock clk0 [all_outputs]
==> flow_summary.ini <==
; yosys + openroad results
[detailed_routing]
antenna_cells = 0
detail_route.wl_per_cell_um = 16.4
drc = 0
num_vias = 2198
dr.pass1.iters = 4
highest_layer = met4
drt-met1-wl_um = 2940
wl_met2_um = 2720
ant_nets = 0
drt_iter0_markers = 260
avgViaCountPerCell = 5.88
wl_met3_um = 396
routed_wl_um = 6140

[setup_path]
startpoint_type = flip-flop
crit_path_max_fanout = 7
crit_arrival_ns = 4.88
rr_worst_depth = 6
worstSetupPathType = flip-flop to flip-flop
cp.required_ns = 5.49
reg2reg_slack_ns = 0.62
end_kind = flip-flop
crit_start = data_second_line[4][0]$_SDFF_NP0_
reg2reg_from = data_second_line[4][0]$_SDFF_NP0_
r2r-end = data[6]$_DFFE_PN0P_

[global_route]
grt_max_degree = 27
gr-total-overflow = 0
grt_pass1_vias = 1920
grt_pass1_wl_um = 10100
antenna_found_initial = 0
gr-usage-all-layers_pct = 25.8

[layout]
syn2layout_area_growth_pct = 12.0
post-route-util_pct = 58.7
drive_gt1_share_pct = 13.7
regArea_um2 = 868
fill_cells = 429
logic_area_mm2 = 0.00147
stdcell_count = 374

[logic_synthesis]
top_area_cell = dfrtp_1
synth-area-yosys_mm2 = 0.00251
synth_area_mm2 = 0.00251
top_cells_by_area = dfrtp_1, dfxtp_1, nand2_1, ha_1, a22oi_1
synth_top_flop_cell = dfrtp_1
ys_top_cells_by_count = nand2_1, dfrtp_1, dfxtp_1
yosys_cells = 288
edf_count = 0
async_flop_share_pct = 55.3
syn_area_per_cell_um2 = 8.71
ys.flops = 38
ys_seq_share_pct = 34.6
yosysWarnings = 3
top_cell_area_share_pct = 19.0
top_cell = nand2_1
syn-instance-count = 288
synth.distinct_cells = 70

[run]
maxCapViolCount = 0
warnings = 32

[placement]
place_hpwl_um = 4340
port_buffers = 14
placed_cells = 353
place_congestion = 0.891

[hold_path]
hold_path_class = flip-flop to flip-flop
min_to = RGYbefore[2]$_DFF_P_
holdPathStages = 0
hold_start = RGYmid[2]$_DFF_P_

[floorplanning]
die_h_um = 72.8
core.rowCount = 25
fp_util_pct = 52.4
core_area_mm2 = 0.00479
ios = 16
dieWidth_um = 72.8
dieArea_mm2 = 0.00530

[sta]
worst_pin_slew_ns = 0.801
relSlewSlack_pct = 46.6
setup_violations = 0
skew_ns = 0.0714
tns_ns = 0
rsz0062_at_grt = no
finalHoldViolCount = 0
maxSlewViolCount = 0

[power_and_ir_drop]
powerDensity_mw_per_mm2 = 569
p_leak_nw = 1.19
ir_worst_vdd_v = 0.000320

[clock_network]
cts_hold_buf = 0
cts_setup_buffers = 0
clock_latency_ns = 0.47
ctsResizeCount = 0
cts_tree = built
clkSlewWorstSetupHoldPaths_ns = 0.08

[status]
outcome = finished clean
## metrics by stage
stage	setup WS, ns	hold slack [ns]	total power, W	instance area (um^2)
after floorplan	0.830	0.310	0.00114	2510
after global placement	0.319	0.310	0.00131	2630
after detailed placement	0.300	0.317	0.00131	2630
after CTS	0.647	0.339	0.00160	2810
after global routing	0.554	0.346	0.00174	2810
final	0.616	0.333	0.00160	2810
## report_power, final
group | internal (W) | switching [W]
sequential | 0.000347 | 0.000101
clock | 0.000167 | 0.000133
combinational | 0.000352 | 0.000499
total | 0.000866 | 0.000733
## worst max-delay path by stage
stage                                 end
final                 data[6]$_DFFE_PN0P_
after CTS             data[6]$_DFFE_PN0P_
after global routing  data[6]$_DFFE_PN0P_
## cell usage in the layout (no fill, tap or decap), drive strengths merged, types with 3 or more instances in the layout
master,instances
clkdlybuf4s50,14
inv,20
nand4,3
nor2,14
o221ai,3
a22oi,9
xor2,3
ha,6
buf,4
o211ai,5
or2,5
and2b,3
dfxtp,17
a211oi,7
o22ai,3
and3,3
dfrtp,19
xnor2,7
nor3,9
o21a,3
nand2,36
a31oi,8
o21ai,18
a32oi,4
a21oi,15
nand2b,3
nand4b,3
nand3,12
clkbuf,9
clkinv,3
a22o,4
mux2i,5
## critical path, stage by stage, from the launching register on
cell	delay (ns)
dfxtp_1	0.38
a22o_1	0.26
a32oi_1	0.22
o221ai_1	0.16
o31ai_1	0.41
nand4b_1	0.19
a22o_1	0.20
## logic make-up after synthesis
kind of cell,count (synthesis),synth area share [%]
AOI/OAI and AO/OA,94,26.5
muxes,6,2.45
and+or+nand+nor,101,22.1
buffers and inverters,32,7.14
other,1,0.150
adders and majority gates,6,2.99
DFF,38,34.6
xor gates and xnor gates,10,4.09
## final cells by class
class	instances	share of cell area (%)
Clock buffer	10	4.77
Clock inverter	13	1.96
Inverter	10	1.38
Multi-Input combinational cell	219	52.3
Sequential cell	38	30.9
Tap cell	67	2.98
Timing Repair Buffer	17	5.70
## registers in the layout, summed over array words and instances, names as in the netlist, named ones only
register and cells:
data_first_line 2, data_second_line 9, RGYmid 3, disp_count 5, RS 1, en_sel 1
RGYbefore 3, data 8, state 5
## layer usage
metal / vias to the layer above / track usage [%]
li1: 1095 / -
met1: 1023 / 42.0
met2: 73 / 36.7
met3: 7 / 5.88
met4: 0 / 3.49
met5: - / 0
Power is estimated from default activity; no workload was simulated.
