--- config.mk ---
export PLATFORM = sky130hd
export DESIGN_NAME = main
export DESIGN_NICKNAME = main
export VERILOG_FILES = /design/flow/design.v
export SDC_FILE = /design/flow/constraint.sdc
export NUM_CORES = 4
export LEC_CHECK = 1
export CORE_UTILIZATION = 30
--- run.sh ---
#!/bin/bash
# OpenROAD 26Q1-2900-gdf79404cd8, Yosys 0.63+post, stock flow scripts
make -C /OpenROAD-flow-scripts/flow DESIGN_CONFIG=/design/flow/config.mk WORK_HOME=/design/flow/orfs finish
--- constraint.sdc ---
current_design main

set clk_period 5.0
set clk_io_pct 0.2

create_clock -name clk0 -period $clk_period [get_ports {clk_50M}]
create_clock -name clk1 -period $clk_period [get_ports {clk_8}]

set non_clock_inputs [all_inputs -no_clocks]
set_input_delay [expr $clk_period * $clk_io_pct] -clock clk0 $non_clock_inputs
set_output_delay [expr $clk_period * $clk_io_pct] -clock clk0 [all_outputs]
--- design.v ---
module main
(
	input clk_1,
	input clk_50M,
	input clk_8,
	input receive, 
	input [7:0] receiveData,
	input [7:0] button,
	input [7:0] forwardDistance, 
	input [7:0] leftDistance,  
	input [7:0] rightDistance,  
	input [3:0] touch, 
	input [3:0] infrared, 
	input [3:0] signs, 
	input [7:0] dir,
	input mode,
	input [7:0] speed_ctr,
	output reg [7:0] speed,
	output reg [8:0] degree,
	output reg direction,
	output reg beepEnable,
	output reg [13:0] display,	
	output reg [7:0] led,
	input [7:0] backDistance, 
	input [13:0] inspeed, 
	input [3:0] downinfrared, 
	output reg [23:0] light, 
	output reg [2:0] lcd_state,
	output reg [2:0] dotMatrix
);
reg [7:0] command;
reg stop;
reg [5:0] target; 
reg [5:0] target2; 
reg [5:0] cnt; 
reg [5:0] cnt2; 
reg Delaying;
reg last; 
reg Delaying2;
reg last2; 
reg [1:0] backStatus; 
reg backdone;
reg [30:0] DelayCnt; 
reg [7:0]initialSpeed;
reg lastsign3; 
reg lastsign2; 
reg [1:0] state; 
reg [1:0] mystate; 
reg resetState;
reg isSet;
reg flag;
reg clk_9600;
reg clk_10k;
reg[11:0] cnt10k;
reg [12:0] clk_count;
initial begin
	speed=28;
	degree=60;
	direction=1;
	display=0;
	led=0;
	beepEnable=0;
	target=0;
	target2=0;
	cnt=0;
	Delaying=0;
	Delaying2=0;
	backStatus=2'b11;
	lastsign3=1;
	lastsign2=1;
	light=80*256*256+80; 
	state=3;
	mystate=3;
	initialSpeed=15;
	backdone=0;
	DelayCnt=0;
	isSet=0;
	lcd_state=3'b111;
end
always@(posedge clk_50M)
begin
	if(clk_count == 13'd2603)
	begin
		clk_count <= 0;
		clk_9600 <= ~clk_9600;
	end
	else
		clk_count <= clk_count + 1'b1;
	if(cnt10k<2499)
		cnt10k<=cnt10k+1;
	else
	begin
		cnt10k<=0;
		clk_10k=~clk_10k;
	end
end
always @ (posedge clk_50M) begin
	led[6:5]=state;
	if(receiveData[7:4]==4'b0001)begin
		if(degree!=60 || direction==0) dotMatrix=0; 
		else dotMatrix=1; 
	end
	else if(receiveData[7:4]==4'b1001)begin
		dotMatrix=2; 
	end
	else begin
		if(speed==0) dotMatrix=3; 
		else if(degree==60 && direction==1) dotMatrix=4;
		else if(degree==60 && direction==0) dotMatrix=5;
		else if(degree<60) dotMatrix=6;
		else if(degree>60) dotMatrix=7;
		else ;
	end
	if(state==0) begin 
		if(receiveData[5:4]==2'b00) begin
			display = forwardDistance;
			if (receiveData[3:2]==2'b01) degree=30;  
			else if(receiveData[3:2]==2'b10)degree=90; 
			else degree=60;
			if (forwardDistance>20 && receiveData[1:0]==2'b01) begin
				speed = 30;
				direction = 1;
			end
			else if (forwardDistance>20 && receiveData[1:0]==2'b10) begin
				speed = 30;
				direction = 0;
			end
			else begin
				speed = 0;
				beepEnable = 0;
			end
		end
		else if(receiveData[5:4]==2'b01) begin 
			display = forwardDistance;
			degree = dir;
			direction = mode;
			speed = speed_ctr;
		end 
	end
	else if(state==1) begin
		initialSpeed=receiveData[5:0];
		isSet=1;
		resetState=1;
	end
	else if(state==2) begin
		mystate=receiveData[5:4];
		if(mystate==2'b00) begin 
			lcd_state=3'b010;
			light=80; 
			led[1:0]=downinfrared[2:1];
			direction=1;
			if(forwardDistance<15 || leftDistance<15 || rightDistance<15) begin
				speed = 0;
				degree = 60;
			end
			else if(!downinfrared[2] && !downinfrared[1]) begin 
				degree=60;
				speed = 15;
			end
			else if(downinfrared[2] && !downinfrared[1]) begin 
				degree=30;
				speed = 14;
			end
			else if(!downinfrared[2] && downinfrared[1]) begin
				degree=105;
				speed = 14;
			end
			else begin 
				speed=0;
				degree=60;
			end
		end
		else if(mystate==2'b01) begin
				display = backDistance;
				light=5*256*256+167*256+82;
				if(flag != receiveData[0]) backStatus = 0;
				flag = receiveData[0];
				led[1:0]=backStatus;
				if(backStatus==0 && backDistance<35)
					backStatus=1;
				else if(backStatus==1 && Delaying2!=last2 && last2==1) begin
					backStatus=2;
					target2=0;
				end
				else if(backStatus==2 && backDistance<17 && direction==0) begin
					backStatus=3;
					backdone=1;
					beepEnable=0;
					direction=1;
					speed = 10;
				end
				else begin
					if(backStatus==0) begin
						direction=0;
						degree=90;
						speed=initialSpeed+18;
						beepEnable=1;
					end
					else if(backStatus==1) begin
						degree=30;
						speed=initialSpeed+10;
						direction=1;
						target2=11;
						beepEnable=0;
					end
					else if(backStatus==2) begin
						beepEnable=1;
						direction=0;
						if(backDistance<60) begin
							if(!infrared[3]) begin
								degree=75;
								speed=initialSpeed+10;
							end
							else if(!infrared[2])begin
								degree=45;
								speed=initialSpeed+10;
							end
							else begin
								degree=60;
								speed=initialSpeed+11;
							end
						end
						else begin 
							speed=initialSpeed+6;
							degree=60;
						end
					end
					else begin 
						speed=0;
						degree=60;
						led[7]=1;
					end
				end
				last=Delaying;
				last2=Delaying2;
			end
		else if(mystate==2'b11)begin
			speed = button;
			display = inspeed;
		end
	end
	else begin 
		led[4:3]=mystate;
		resetState=0;
		if(DelayCnt<20000000) begin
			DelayCnt=DelayCnt+1;
			speed=0;
			degree=95;
			light=60*256;
		end
		else begin
		if(!isSet) begin
			initialSpeed=button;
			display=initialSpeed;
		end
		else 
			display=initialSpeed;
		if(signs[3]==1 && lastsign3==0 && !backdone) begin 
			mystate=2'b10;
			backStatus=0;
			backdone=0;
			speed=0;
			degree=95;
		end
		else if(signs[2]==1 && lastsign2==0) begin 
			mystate=2'b00;
		end		
		else if(mystate==2'b00) begin 
			lcd_state=3'b010;
			light=80; 
			led[1:0]=downinfrared[2:1];
			speed=initialSpeed;
			direction=1;
			if(!downinfrared[2] && !downinfrared[1]) begin 
				degree=95;
			end
			else if(downinfrared[2] && !downinfrared[1]) begin 
				degree=60;
			end
			else if(!downinfrared[2] && downinfrared[1]) begin
				degree=120;
			end
			else begin 
				speed=0;
				degree=95;
			end
		end
		else if(mystate==2'b10) begin 
			light=5*256*256+167*256+82;
			led[1:0]=backStatus;
			if(backStatus==0 && backDistance<35)
				backStatus=1;
			else if(backStatus==1 && Delaying2!=last2 && last2==1) begin
				backStatus=2;
				target2=0;
			end
			else if(backStatus==2 && backDistance<9 && direction==0) begin
				backStatus=3;
				backdone=1;
				beepEnable=0;
				direction=1;
				speed=5;
			end
			else begin
				if(backStatus==0) begin
					direction=0;
					degree=120;
					speed=initialSpeed+8;
					beepEnable=1;
				end
				else if(backStatus==1) begin
					degree=60;
					speed=initialSpeed+5;
					direction=1;
					target2=11;
					beepEnable=0;
				end
				else if(backStatus==2) begin
					beepEnable=1;
					direction=0;
					if(backDistance<30) begin
						if(!infrared[3]) begin
							degree=110;
							speed=initialSpeed+5;
						end
						else if(!infrared[2])begin
							degree=80;
							speed=initialSpeed+5;
						end
						else begin
							degree=95;
							speed=initialSpeed+5;
						end
					end
					else begin 
						speed=initialSpeed+5;
						degree=95;
					end
				end
				else begin 
					speed=0;
					degree=95;
					led[7]=1;
				end
			end
			last=Delaying;
			last2=Delaying2;
		end
		else if(mystate==2'b01) begin 
			light=60*256*256; 
			lcd_state=3'b001;
			led[1:0]=touch[1:0];
			if(target2) begin
				light=60*256;
				if(last2!=Delaying2 && Delaying2==0) begin 
					target2=0;
					beepEnable=0;
				end
				else
					beepEnable=1;
			end
			else if(forwardDistance>20) begin
				speed=initialSpeed;
				case(touch[1:0])
				2'b00: begin
					direction=0;
					degree=98;
				end
				2'b01: begin
					degree=60;
					direction=1;
				end
				2'b10: begin
					degree=120;
					direction=1;
				end
				2'b11: begin
					degree=98;
					direction=1;
				end
				endcase
			end
			else begin
				direction=0;
				speed=initialSpeed+10;
				target2=10;
				if(infrared[2])
					degree=60;
				else if(infrared[3])
					degree=120;
				else 
					degree=98;
			end
			last2=Delaying2;
		end
		else begin  
			lcd_state=3'b111;
			light=80*256+80*256*256; 
			speed=initialSpeed;
			degree=95;
			backdone=0;
		end
		lastsign3=signs[3];
		lastsign2=signs[2];
		end
	end
end
always @(posedge clk_9600) begin
	if(receiveData[7:6]==2'b00) begin
		state=0;
	end
	else if(receiveData[7:6]==2'b01) begin
		state=1;
	end
	else if(receiveData[7:6]==2'b10) begin
		state=2;
	end
	else if(receiveData[7:6]==2'b11) begin
		state=3;
	end
	else
		;
end
always@(posedge clk_1) begin
	if(cnt>=target) begin
		Delaying=0;
		cnt=0;
	end
	else begin
		cnt=cnt+1;
		Delaying=1;
	end
end
always@(posedge clk_8) begin
	if(cnt2>=target2) begin
		Delaying2=0;
		cnt2=0;
	end
	else begin
		cnt2=cnt2+1;
		Delaying2=1;
	end
end
endmodule
==> flow_summary.json <==
{
  "p_int_uw": 2050,
  "grt_use_met1_pct": 30.9,
  "yosysCellCount": 957,
  "clock_power_share_pct": 46.7,
  "top_cells_by_count": "sky130_fd_sc_hd__edfxtp_1 (105), sky130_fd_sc_hd__nand2_1 (93), sky130_fd_sc_hd__nor2_1 (92)",
  "synthMostInstantiatedCell": "sky130_fd_sc_hd__edfxtp_1",
  "grt_pass1_wl_um": 44500,
  "setup_slack_ns": 0.964,
  "critPathCaptureType": "register",
  "antenna_found_initial": 0,
  "synth-warning-count": 1,
  "synth-seq-cells": 129,
  "worst_slew_margin_rel_pct": 36.6,
  "detail_route.vias_per_cell": 5.35,
  "tightestPinTransition_ns": 0.948,
  "crit_path_max_fanout": 12,
  "routed_antenna_nets": 0,
  "floorplan.die_area_mm2": 0.0301,
  "warning_count": 58,
  "leakage_uw": 0.00416,
  "tns_ns": 0,
  "grt_setup_unrepaired": "no",
  "vias_in_the_first_global_route": 7606,
  "max_cap_violations": 0,
  "detail_route.drc_violations": 0,
  "grt_start_max_net_pins": 46,
  "vias": 7978,
  "place_area_mm2": 0.0107,
  "synth-edff-count": 105,
  "wl_per_cell_um": 19.7,
  "insertedDiodeCount": 0,
  "swShare_pct": 25.2,
  "detailed_place_hpwl_um": 22600,
  "die.size.x_um": 173,
  "port_buffers": 149,
  "layoutNonFillerInstCount": 1492,
  "final-max-slew-violation-count": 0,
  "crit_start": "receiveData[0]",
  "syn-mean-instance-area_um2": 9.21,
  "synth_async_reset_ratio_pct": 0,
  "yosysTopAreaCellShare_pct": 35.8,
  "die.size.y_um": 173,
  "r2r_start": "isSet$_DFFE_PP_",
  "drive_above_1_share_pct": 7.85,
  "seqPwrFrac_pct": 42.4,
  "setup_viol": 0,
  "timing.critical_path.arrival_ns": 4.15,
  "yosys.stat.seqShare_pct": 41.2,
  "dp.cells": 1456,
  "fp-row-count": 62,
  "core_mm2": 0.0288,
  "met2_usage_pct": 30.0,
  "unclocked_pins": 2,
  "grt-busiest-layer": "met1",
  "n_fill_cell": 2756,
  "hold_viol_final": 0,
  "floorplan.core_util_pct": 30.6,
  "critPathKind": "input pin to register",
  "place_ws_ns": 0.659,
  "seq_area_mm2": 0.00363,
  "quantity_of_hold_fixing_buffers_added_after_cts": 0,
  "untimed_endpoints": 7,
  "cts_repair_resize_count": 0,
  "p_per_area_mw_per_mm2": 244,
  "top_level_ports": 170,
  "areaGrowthSynthToFinish_pct": 28.0,
  "congestion_overflow_gr": 0,
  "syn_inst": 957,
  "comb_power_share_pct": 10.9,
  "routed_wirelength_um": 29400,
  "total_switching_power_uw": 691,
  "synth_top_flop_cell": "sky130_fd_sc_hd__edfxtp_1",
  "status": "completed",
  "gp_congestion": 0.993,
  "cts_tree": "yes",
  "data_required_time_at_the_worst_endpoint_ns": 5.11,
  "worstSetupStartpointType": "input pin",
  "postCtsSetupBuffers": 0,
  "clk_pin_slew_worst_paths_ns": 0.06,
  "grtUsageTotal_pct": 20.1,
  "post-route-cell-area_mm2": 0.0113,
  "min_from": "Delaying2$_DFF_P_",
  "holdCritPathClass": "register to register",
  "clock-skew-final_ns": 0.0126,
  "yosys.area.top_type": "sky130_fd_sc_hd__edfxtp_1",
  "length_of_the_first_detailed_routing_pass_in_iterations": 8,
  "first_iter_violations": 836,
  "mi_logic_area_mm2": 0.00476,
  "distinct_cell_type_count_after_synthesis": 81,
  "grt.met3_usage_pct": 4.59,
  "synth.area.top_cells": "sky130_fd_sc_hd__edfxtp_1 (36%), sky130_fd_sc_hd__ha_1 (5.7%), sky130_fd_sc_hd__dfxtp_1 (5.5%), sky130_fd_sc_hd__xnor2_1 (4.6%), sky130_fd_sc_hd__nand2_1 (4.0%)",
  "post_synth_instance_area_mm2": 0.00881,
  "worst_ir_drop_vdd_v": 0.000238,
  "yosysChipArea_mm2": 0.00881
}
==> cell type report <==
type	count	share of cell area, %
well taps	384	4.26
flip-flops and latches	129	32.2
inverters	40	1.33
multi-input cells	736	42.2
clock buffers	22	4.54
clock inverters	14	0.988
repair buffers	167	14.4
==> critical path: stages <==
cell and delay, ns:
sky130_fd_sc_hd__clkdlybuf4s50_1 0.66, sky130_fd_sc_hd__xnor2_1 0.19, sky130_fd_sc_hd__nand2_1 0.27, sky130_fd_sc_hd__ha_1 0.57, sky130_fd_sc_hd__inv_1 0.20, sky130_fd_sc_hd__a211oi_2 0.37
sky130_fd_sc_hd__a21oi_1 0.17, sky130_fd_sc_hd__nor3_1 0.23, sky130_fd_sc_hd__a21oi_1 0.06, sky130_fd_sc_hd__o221a_1 0.41
==> placed cells by master, fill, tap and decap left out, types with 5 or more instances in the layout <==
| cell type | n |
|---|---|
| sky130_fd_sc_hd__a31oi_1 | 13 |
| sky130_fd_sc_hd__edfxtp_1 | 105 |
| sky130_fd_sc_hd__conb_1 | 15 |
| sky130_fd_sc_hd__o21ai_1 | 18 |
| sky130_fd_sc_hd__nand4_1 | 21 |
| sky130_fd_sc_hd__dfxtp_1 | 24 |
| sky130_fd_sc_hd__nor2_1 | 91 |
| sky130_fd_sc_hd__inv_2 | 7 |
| sky130_fd_sc_hd__nor4b_1 | 5 |
| sky130_fd_sc_hd__a211oi_1 | 9 |
| sky130_fd_sc_hd__clkdlybuf4s50_1 | 149 |
| sky130_fd_sc_hd__nor3_2 | 6 |
| sky130_fd_sc_hd__nand2_1 | 93 |
| sky130_fd_sc_hd__ha_1 | 40 |
| sky130_fd_sc_hd__buf_4 | 18 |
| sky130_fd_sc_hd__nand2b_1 | 8 |
| sky130_fd_sc_hd__a32oi_1 | 6 |
| sky130_fd_sc_hd__and3_1 | 19 |
| sky130_fd_sc_hd__nor4_1 | 10 |
| sky130_fd_sc_hd__or3_1 | 5 |
| sky130_fd_sc_hd__and2_1 | 5 |
| sky130_fd_sc_hd__xnor2_1 | 46 |
| sky130_fd_sc_hd__clkbuf_16 | 20 |
| sky130_fd_sc_hd__o21a_1 | 5 |
| sky130_fd_sc_hd__a221oi_1 | 6 |
| sky130_fd_sc_hd__o211ai_1 | 14 |
| sky130_fd_sc_hd__nor2b_1 | 10 |
| sky130_fd_sc_hd__nor3_1 | 13 |
| sky130_fd_sc_hd__xor2_1 | 17 |
| sky130_fd_sc_hd__inv_4 | 5 |
| sky130_fd_sc_hd__inv_1 | 33 |
| sky130_fd_sc_hd__a21oi_1 | 56 |
| sky130_fd_sc_hd__o21ai_0 | 48 |
| sky130_fd_sc_hd__mux2i_1 | 22 |
| sky130_fd_sc_hd__nand3_1 | 39 |
==> state kept, by name (all words and copies together) (netlist names), 2 cells and up <==
| signal | flops |
|---|---|
| degree | 8 |
| display | 14 |
| mystate | 2 |
| state | 2 |
| cnt2 | 6 |
| speed | 8 |
| dotMatrix | 3 |
| led | 7 |
| clk_count | 13 |
| target2 | 2 |
| light | 10 |
| initialSpeed | 8 |
| backStatus | 2 |
| DelayCnt | 31 |
| lcd_state | 3 |
==> metal layers <==
layer / wire length, um / part of all wire (%) / vias up
li1: - / - / 3798
met1: 13300 / 45 / 3754
met2: 12900 / 44 / 374
met3: 2470 / 8.4 / 52
met4: 730 / 2.5 / 0
met5: 0 / 0 / -
==> final timing paths <==
check,to,slack [ns],depth (start not counted)
setup / recovery,speed[1]$_DFFE_PP_,0.96,10
hold / removal,last2$_DFFE_PP_,0.24,0
setup reg to reg,speed[7]$_DFFE_PP_,1.69,9
hold reg to reg,last2$_DFFE_PP_,0.24,0
max in group clk1,cnt2[1]$_SDFF_PN0_,2.94,6
min in group clk1,cnt2[0]$_SDFF_PN0_,0.45,1
==> cells by family (layout without fill, tap and decap cells) <==
logic type / count (synthesis) / after routing / synth area share [%]
flops: 129 / 129 / 41.2
buf+inv: 105 / 243 / 5.30
compound gates: 238 / 238 / 17.8
simple gates: 353 / 353 / 20.4
other cells: 2 / 15 / 0.0852
xor+xnor: 63 / 63 / 6.26
mux: 27 / 27 / 3.17
fa+ha+maj: 40 / 40 / 5.68
==> power groups by stage <==
stage / clock network (uW) / logic (uW) / registers (uW)
after CTS: 1310 / 293 / 1170
after global routing: 1350 / 320 / 1170
final: 1280 / 298 / 1170
==> through the flow <==
step	utilization (%)	total power, uW	hold WS [ns]
2_1_floorplan	-	1320	0.408
3_3_place_gp	37.0	1480	0.418
3_5_place_dp	37.0	1480	0.423
4_1_cts	39.2	2760	0.235
5_1_grt	39.2	2840	0.247
6_report	39.2	2750	0.242
Power and IR drop assume default switching activity.
